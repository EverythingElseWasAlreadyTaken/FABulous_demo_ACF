**./run.sh**
```bash
#!/bin/bash
# OpenROAD 26Q1-2900-gdf79404cd8, Yosys 0.63+post, stock flow scripts
make -C /OpenROAD-flow-scripts/flow DESIGN_CONFIG=/design/flow/config.mk WORK_HOME=/design/flow/orfs finish
```
**./config.mk**
```make
export PLATFORM = sky130hd
export DESIGN_NAME = sequential_16bit_en
export DESIGN_NICKNAME = sequential_16bit_en
export VERILOG_FILES = /design/flow/design.v
export SDC_FILE = /design/flow/constraint.sdc
export NUM_CORES = 4
export LEC_CHECK = 1
export CORE_AREA = 10 10 70 70
export DIE_AREA = 0 0 80 80
```
**./constraint.sdc**
```tcl
current_design sequential_16bit_en

set clk_period 1.7
set clk_io_pct 0.2

create_clock -name clk0 -period $clk_period [get_ports {clk}]

set non_clock_inputs [all_inputs -no_clocks]
set_input_delay [expr $clk_period * $clk_io_pct] -clock clk0 $non_clock_inputs
set_output_delay [expr $clk_period * $clk_io_pct] -clock clk0 [all_outputs]
```
**./design.v**
```verilog
module sequential_16bit_en #(
    parameter WIDTH = 8
)(input wire clk, input wire [WIDTH-1:0] io_in, output wire [WIDTH-1:0] io_out, output wire [WIDTH-1:0] io_oeb);
    wire rst = io_in[0];
    wire en = io_in[1];
    reg [WIDTH-1:0] ctr;
    always @(posedge clk)
        if (en)
            if (rst)
                ctr <= 0;
            else
                ctr <= ctr + 1'b1;
        else
            ctr <= ctr;
    assign io_out = ctr;
    assign io_oeb = {WIDTH{1'b1}};
endmodule
```
==> run_results.csv <==
group,metric,value,unit
cells_and_area,fillCellCount,392,
setup_path,crit_path_start_kind,"flip-flop",
final_timing,finalHoldViolations,0,
global_routing,largest_net_degree_at_the_start_of_global_routing,9,
flow_run,drv_cap,0,
final_timing,post-route-min-period,1.549,ns
cts,cts.hold.buffers_added,0,
final_timing,timing.clock.skew,0.002519,ns
cts,cts_repair_resizes,0,
yosys,ys_cells,42,
cts,root_buffer,"sky130_fd_sc_hd__clkbuf_4",
flow_run,tool_warnings,31,
pwr,power-per-cell-area,759.4,nW/um^2
floorplanning,core_region_area,3416,um^2
floorplanning,die-width,80,um
yosys,ys_area,447.9,um^2
cts,clock_path_buffers,2,
cts,clock_sinks,8,
final_timing,max_clock_freq,0.6455,GHz
cells_and_area,finish.cell_count_without_fillers,99,
final_timing,timing.final.max_slew_violations,0,
routing,route.detailed.vias_per_inst,3.414,
cells_and_area,largest_reg_flops,8,
routing,final_antenna_net_count,0,
routing,num_vias,338,
pwr,p_leak,0.2047,nW
routing,drt_first_pass_iters,2,
cts,post_cts.repair.setup_buffers,0,
status,status,"complete, no violations",
setup_path,critical_path.cell_chain,"clkdlybuf4s50_1",
yosys,synth-seq-area-share,53.63,%
cts,clock_latency,0.25,ns
yosys,synth.cells.most_frequent,"sky130_fd_sc_hd__buf_4 (8), sky130_fd_sc_hd__edfxtp_1 (8), sky130_fd_sc_hd__nor2_1 (4)",
yosys,synth.top_cell.area_share,53.63,%
final_timing,timing.final.setup_violations,0,
setup_path,timing.critical_path.to_type,"output port",
global_routing,grt_remaining_overflow,0,
yosys,yosys-top-cells-area,"sky130_fd_sc_hd__edfxtp_1 (54%), sky130_fd_sc_hd__buf_4 (13%), sky130_fd_sc_hd__or3_1 (4.2%)",
global_routing,first_global_vias,365,
global_routing,grt_pass1_wl,1649,um
global_routing,antenna_found_initial,0,
setup_path,biggest_fanout_along_the_worst_timing_path,5,
yosys,yosysTopAreaCell,"sky130_fd_sc_hd__edfxtp_1",
cts,tritoncts,"yes",
yosys,synth-edff-count,8,
cts,ctsHtreeMaxLevel,1,
routing,antenna_cells_inserted,0,
final_timing,final_period_utilization,91.13,%
floorplanning,die-area,6400,um^2
setup_path,worst_path_dominant_cell_family,"buffers and inverters",
yosys,ff_type,"sky130_fd_sc_hd__edfxtp_1",
floorplanning,effective_utilization_at_floorplan,13.11,%
setup_path,worstPathArrival,1.21,ns
routing,wirelength,1010,um
min_path,holdCritPathClass,"flip-flop to flip-flop",
yosys,gate_count_of_the_mapped_netlist,42,
floorplanning,num_rows,21,
floorplanning,die.size.y,80,um
cells_and_area,comb_gate_area,166.4,um^2
setup_path,critical_path_required,1.36,ns
cells_and_area,reg.largest.list,"ctr (8)",
routing,avgRoutedWirePerCell,10.20,um
routing,detail_route.drc_violations,0,
setup_path,cp_slowest_stage_delay,0.51,ns
setup_path,critPathKind,"flip-flop to output port",
cells_and_area,final_layout_size_suffix_gt1_share,7.547,%
placed_design,dpl.hpwl,779.5,um
yosys,netlist-cell-type-count,17,
placed_design,dp.cells,96,
placed_design,place.port_buffers,10,
placed_design,place_congestion,0.7917,
pwr,peak_supply_drop,0.4039,mV
global_routing,grt_use_total,3.257,%
yosys,async_reset_ff_share,0,%
cts,clkTransAtPathRegs,0.05,ns
routing,initialDrtViolationCount,6,
yosys,synth.yosys.warnings,1,
final_timing,final.setup.tns,0,ns
yosys,syn_avg_cell_area,10.67,um^2
final_timing,rsz0062_at_grt,"false",
cts,cts_inserted_buffers,3,
cells_and_area,largest_register,"ctr",
cells_and_area,ff_latch_area,240.2,um^2
floorplanning,io-pin-count,25,
setup_path,critical_path.slowest_cell,"sky130_fd_sc_hd__clkdlybuf4s50_1",
yosys,post_synth_instance_area,447.9,um^2
cells_and_area,growth_of_design_area_from_synthesis_to_finish,31.84,%
setup_path,critical_path.n_buffers_inverters,1,
yosys,synth_flops,8,
layout make-up:
class	instances	share of cell area, %
sequential	8	40.68
multi-input combinational	31	28.18
timing repair buffer	10	16.95
tap	46	9.746
clock buffer	3	3.814
inverter	1	0.6356
metrics by stage:
stage | area [um^2] | total power [mW] | utilization [%] | hold WS [ns] | setup WS [ns]
6_report | 590.6 | 0.4484 | 17.29 | 0.6539 | 0.1508
5_1_grt | 590.6 | 0.4825 | 17.29 | 0.6724 | 0.08146
4_1_cts | 590.6 | 0.4522 | 17.29 | 0.6455 | 0.1507
3_5_place_dp | 568.0 | 0.3071 | 16.63 | 0.6376 | 0.2892
3_3_place_gp | 568.0 | 0.3049 | 16.63 | 0.6221 | 0.3420
2_1_floorplan | 474.2 | 0.2792 | - | 0.4525 | 0.4298
report_power, final:
part           total [mW]  internal [mW]  leakage (nW)  switching (mW)
Sequential          0.249          0.234        0.0817          0.0153
Clock               0.145         0.0808        0.0138          0.0642
Combinational      0.0541         0.0347         0.109          0.0195
final timing paths:
check	startpoint	end	slack [ns]	cells after the start
worst max-delay path	ctr[2]$_SDFFCE_PP0P_	io_out[2]	0.15	1
worst min-delay path	ctr[0]$_SDFFCE_PP0P_	ctr[0]$_SDFFCE_PP0P_	0.65	1
worst max register to register	ctr[0]$_SDFFCE_PP0P_	ctr[6]$_SDFFCE_PP0P_	0.26	4
worst min register to register	ctr[0]$_SDFFCE_PP0P_	ctr[0]$_SDFFCE_PP0P_	0.65	1
metal layers:
layer	wire, um	GRT usage (%)	part of all wire, %	vias up
met3	184	3.409	18	0
met5	0	0	0	-
met4	0	0.1761	0	0
met2	382	4.093	38	17
li1	-	-	-	153
met1	443	3.920	44	168
layout by cell type, fill, tap and decap left out, types with 2 or more instances in the layout:
cell / n
sky130_fd_sc_hd__a21oi_1: 3
sky130_fd_sc_hd__conb_1: 8
sky130_fd_sc_hd__o21ai_0: 3
sky130_fd_sc_hd__clkbuf_4: 3
sky130_fd_sc_hd__xnor2_1: 2
sky130_fd_sc_hd__nand3_1: 2
sky130_fd_sc_hd__or3_1: 3
sky130_fd_sc_hd__clkdlybuf4s50_1: 10
sky130_fd_sc_hd__nor2_1: 4
sky130_fd_sc_hd__edfxtp_1: 8
cell families (layout without fill, tap and decap cells):
group / Yosys count / count (layout) / synth area share, %
other: 1 / 8 / 0.8372
AOI/OAI and AO/OA: 6 / 6 / 6.702
DFF: 8 / 8 / 53.63
adders and majority gates: 1 / 1 / 2.793
xor gates and xnor gates: 3 / 3 / 5.867
and+or+nand+nor: 13 / 13 / 15.08
buffers and inverters: 10 / 14 / 15.08
worst register-to-register path, delay by kind of cell, from the launching register on:
family          cells  cell delay (ns)
compound gates      1             0.14
flops               1             0.41
fa+ha+maj           1             0.22
simple gates        2             0.51
Power and IR drop assume default switching activity.
